## /design/flow/config.mk

```make
export PLATFORM = sky130hd
export DESIGN_NAME = flopenrc
export DESIGN_NICKNAME = flopenrc
export VERILOG_FILES = /design/flow/design.v
export SDC_FILE = /design/flow/constraint.sdc
export NUM_CORES = 4
export LEC_CHECK = 1
export CORE_AREA = 10 10 70 70
export DIE_AREA = 0 0 80 80
```

## /design/flow/constraint.sdc

```tcl
current_design flopenrc

set clk_period 1.4
set clk_io_pct 0.2

create_clock -name clk0 -period $clk_period [get_ports {clk}]

set non_clock_inputs [all_inputs -no_clocks]
set_input_delay [expr $clk_period * $clk_io_pct] -clock clk0 $non_clock_inputs
set_output_delay [expr $clk_period * $clk_io_pct] -clock clk0 [all_outputs]
```

## /design/flow/design.v

```verilog
module flopenrc #(
    parameter int DW = 8
) (
  input  logic            clk,
  input  logic            rst,
  input  logic            clr,
  input  logic            en,
  input  logic [DW-1 : 0] d,
  output logic [DW-1 : 0] q
);
  always_ff @(posedge clk, posedge rst)
    if (rst) q <= 0;
    else if (en)
      if (clr) q <= 0;
      else q <= d;
endmodule
```

## /design/flow/run.sh

```bash
#!/bin/bash
# OpenROAD 26Q1-2900-gdf79404cd8, Yosys 0.63+post, stock flow scripts
make -C /OpenROAD-flow-scripts/flow DESIGN_CONFIG=/design/flow/config.mk WORK_HOME=/design/flow/orfs finish
```

==> flow_metrics.tcl <==
# yosys + openroad results
set metrics [dict create \
    outcome "finished clean" \
    regMostFlops "q" \
    reg_top3 "q x8" \
    rsz0062_at_grt "no" \
    vias 260 \
    worst_r2r_startpoint "q[0]$_DFFE_PP0P_" \
    logic_area_um2 87.6 \
    syn_area_um2 307 \
    mostFrequentLayoutCells "16 x clkdlybuf4s50_1, 8 x dfrtp_1, 7 x a22o_1" \
    synthToLayoutAreaGrowth_pct 94.3 \
    top_area_cell "dfrtp_1" \
    grt_usage_pct 3.08 \
    synth_cells 21 \
    placed_area_um2 543 \
    worst-path-max-fanout 2 \
    coreArea_um2 3420 \
    cts_buffer_depth 2 \
    slew_viol_final 0 \
    syn_avg_cell_area_um2 14.6 \
    regArea_um2 200 \
    finalCritPeriodShare_pct 95.7 \
    seq_power_share_pct 48.1 \
    rr_endpoint "q[0]$_DFFE_PP0P_" \
    numClockSinks 8 \
    grt_pass1_wl_um 1480 \
    largest_reg_flops 8 \
    critPathCapture "q[0]" \
    synth_cell_types 7 \
    io_pins 20 \
    crit_path_max_incr_delay_ns 0.48 \
    n_antenna_cell 0 \
    share_comb_of_total_power_pct 19.3 \
    crit_family "buffers and inverters" \
    p_switching_mw 0.112 \
    path_clk_slew_ns 0.05 \
    synth.yosys.num_cells 21 \
    drcViolationCount 0 \
    finalClockSkew_ns 0 \
    antenna_left 0 \
    layout_top_cell "clkdlybuf4s50_1" \
    vias_per_cell 2.86 \
    cp-start-kind "flop" \
    grt_max_degree 9 \
    ff2ff_path_depth 2 \
    routabilityCongestion 0.664 \
    setup_viol_count_final 0 \
    dieArea_um2 6400 \
    crit_start "q[0]$_DFFE_PP0P_" \
    fin_hold_ws_ns 0.269 \
    hp-class "input port to async pin" \
    criticalPathCategory "flop to primary output" \
    final.setup.tns_ns 0 \
    end_kind "primary output" \
    cp.arrival_ns 1.06 \
    design_area_um2 596 \
    worstPathRequired_ns 1.12 \
    drive_above_1_share_pct 15.6 \
    area_leaders "dfrtp_1 65%, a22o_1 20%, nor2b_4 4.5%, buf_6 3.7%, o2bb2ai_1 2.9%" \
    avgRoutedWirePerCell_um 10.7 \
    ir_worst_vdd_mv 0.222 \
    grt_pass1_vias 309 \
    wirelength_um 973 \
    netlist.area_leader.share_pct 65.3 \
    numCtsBuffers 3 \
    yosys_warnings 1 \
    port_buffers 19 \
    nFillCells 385 \
    cp_num_cells 1 \
    clkLatencyLatePin_ns 0.25 \
    antenna_found_initial 0 \
    rows 21 \
    p_clk_share_pct 32.6 \
    r2r_slack_ns 0.58 \
    fp.dieH_um 80 \
    leakagePower_nw 0.297 \
    grt-ovfl-total 0 \
    slew_headroom_pct 80.1 \
    synth_flops 8 \
    cap_violations 0 \
    p_int_mw 0.423 \
    initCoreUtil_pct 8.97 \
    cts_root_buf "clkbuf_4" \
    max_freq_ghz 0.747 \
    tritoncts "built" \
    die-width_um 80 \
    sw_frac_of_total_pct 21.0 \
    warning_count 25 \
    worstMarginPinSlew_ns 0.297 \
    power_density_nw_per_um2 899 \
    synth_seq_share_pct 65.3 \
    cp_cell_sequence "clkdlybuf4s50_1" \
    hold_viol 0 \
    slowest_stage "clkdlybuf4s50_1" \
    drt_iter0_drc 0 \
    path_buffers 1 \
    fin_crit_ns 1.34 \
    htreeDepth 1 \
    ys_area_um2 307 \
    drt_pass1_iterations 1 \
]
-- worst min path at each step --
| stage | to | cells past startpoint | slack (ns) | startpoint |
|---|---|---|---|---|
| CTS | q[2]$_DFFE_PP0P_ | 2 | 0.28 | rst |
| global route | q[2]$_DFFE_PP0P_ | 2 | 0.28 | rst |
| finish | q[2]$_DFFE_PP0P_ | 2 | 0.27 | rst |
-- kinds of logic (layout without fill, tap and decap cells) --
family / Yosys count / count (layout) / synth area share, %
flip-flops: 8 / 8 / 65.3
AND/OR/NAND/NOR: 2 / 2 / 5.71
buffers and inverters: 3 / 27 / 6.12
AND-OR/OR-AND: 8 / 8 / 22.9
-- power groups by stage --
stage         combinational (mW)  clock [mW]  sequential [mW]
CTS                       0.0992       0.181            0.259
global route               0.113       0.201            0.260
finish                     0.103       0.175            0.258
-- routing by layer --
layer  vias to the layer above  wire length, um  GRT usage (%)
met5                         -                0              0
met4                         0               10          0.528
met3                         2              122           2.27
met2                        13              447           4.82
met1                       119              393           3.32
li1                        126                -              -
-- synthesized netlist by cell type (all sizes together) --
cell type,instances
dfrtp,8
nor2b,1
buf,1
inv,2
nand2,1
o2bb2ai,1
a22o,7
-- cell type report --
type	instances	share of cell area, %
inverters	2	1.26
multi-input cells	10	14.7
flip-flops and latches	8	33.6
clock buffers	3	3.78
well taps	46	9.66
repair buffers	22	37.0
-- stage by stage --
step                      instances  util [%]  power, mW  setup slack (ns)
after floorplan                  21         -      0.287             0.603
after global placement           85      15.9      0.361             0.102
after detailed placement         85      15.9      0.362            0.0824
after CTS                        88      16.6      0.540            0.0187
after global routing             91      17.4      0.574          0.000899
final                            91      17.4      0.536            0.0605
-- what timing repair did --
action                                 CTS  global route
resized                                  0             3
endpoints found under the hold margin    0             0
hold buffers                             0             0
setup buffers                            0             3
setup endpoints to repair                0             6
No activity file was given, so power comes from the tool's default toggle rates.
