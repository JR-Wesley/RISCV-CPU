==> ./design.v <==
module flopenr #(
    parameter int DW = 8
) (
  input  logic            clk,
  input  logic            rst,
  input  logic            en,
  input  logic [DW-1 : 0] d,
  output logic [DW-1 : 0] q
);
  always_ff @(posedge clk, posedge rst)
    if (rst) q <= 0;
    else if (en) q <= d;
endmodule
==> ./run.sh <==
#!/bin/bash
# OpenROAD 26Q1-2900-gdf79404cd8, Yosys 0.63+post, stock flow scripts
make -C /OpenROAD-flow-scripts/flow DESIGN_CONFIG=/design/flow/config.mk WORK_HOME=/design/flow/orfs finish
==> ./config.mk <==
export PLATFORM = sky130hd
export DESIGN_NAME = flopenr
export DESIGN_NICKNAME = flopenr
export VERILOG_FILES = /design/flow/design.v
export SDC_FILE = /design/flow/constraint.sdc
export NUM_CORES = 4
export LEC_CHECK = 1
export CORE_AREA = 10 10 70 70
export DIE_AREA = 0 0 80 80
==> ./constraint.sdc <==
current_design flopenr

set clk_period 1.1
set clk_io_pct 0.2

create_clock -name clk0 -period $clk_period [get_ports {clk}]

set non_clock_inputs [all_inputs -no_clocks]
set_input_delay [expr $clk_period * $clk_io_pct] -clock clk0 $non_clock_inputs
set_output_delay [expr $clk_period * $clk_io_pct] -clock clk0 [all_outputs]
==> results.env <==
LAYOUT.CELLS.NON_FILLER=91
ASYNC_RESET_FF_FRAC=1.00
OUTCOME='completed'
BOUNDARYPINS=19
POSTROUTEANTENNANETS=0
AREA_GROWTH_PCT=93.3
FINAL_LAYOUT_SIZE_SUFFIX_GT1_FRAC=0.400
GRT_UTIL_MET3=0.00568
WORST_IR_DROP_VDD_mV=0.188
SEQUENTIAL_CELL_AREA_FRACTION_IN_THE_YOSYS_REPORT=0.597
CLOCK_TREE.ROOT_CELL='sky130_fd_sc_hd__clkbuf_4'
SYN_INST_COUNT=18
NUMSYNTHFLOPS=8
SYNTH.AREA.TOP_CELLS='sky130_fd_sc_hd__dfrtp_1, sky130_fd_sc_hd__mux2_4, sky130_fd_sc_hd__buf_6'
GRT_ANTENNA_BEFORE_REPAIR=0
TIMING.CRITICAL_PATH.CELLS='dlygate4sd2_1'
REG2REG_SETUP_SLACK_NS=0.11
GRT.MET1_USAGE=0.0331
CORE_BOX_AREA_SQ_MM=0.00342
CTS_HOLD_REPAIR.BUFFERS=0
ROUTED_WIRELENGTH_UM=920
REG_TOP3='q: 8 flops'
WIRE_LENGTH_OF_THE_FIRST_GLOBAL_ROUTING_PASS_MM=1.39
FLOORPLAN.ROWS=21
HOLD_PATH_CLASS='input port to asynchronous set/reset pin'
CLOCK_PATH_BUFFERS=2
POWER_PER_CELL_AREA_mW_PER_MM2=1120
START_KIND='flop'
FINALWEIGHTEDCONGESTION=0.708
SYNTH_TOP_CELL_BY_AREA='sky130_fd_sc_hd__dfrtp_1'
POST_SYNTH_EDFFS=0
POST_SYNTH_NUM_CELL_TYPES=4
GRT_SETUP_UNREPAIRED='false'
SETUP_VIOL=0
R2R_END='q[1]'
MAX_FLOP_REGISTER='q'
AVGSYNTHCELLAREA_SQ_UM=18.6
FLOORPLANUTILIZATION=0.0982
ENDPOINT='q[2]'
SETUP_TNS_NS=0
NUMBER_OF_GLOBAL_ROUTE_VIAS_BEFORE_REPAIR=267
WORSTPATHARRIVAL_NS=0.84
PLACE.DETAILED.INSTANCES=82
CTS_MAX_LEVEL=1
WL_PER_CELL_UM=10.1
WORST_PIN_SLEW_NS=0.295
WORST_SETUP_PATH_END_KIND='output pin'
WORST-PATH-STAGES=1
FIRST_ITER_VIOLATIONS=13
TOOL_WARNINGS=25
DESIGN.DIE.AREA_SQ_MM=0.00640
TIMING.CRITICAL_PATH.MAX_DELAY_FAMILY='flip-flops'
DIE_HEIGHT_UM=80
DOMINANT_REGISTER_CELL='sky130_fd_sc_hd__dfrtp_1'
LAYOUT_WORST_PATH_CYCLE_SHARE=0.963
HOLD_SLACK_NS=0.223
FINAL_HOLD_VIOL_COUNT=0
MAX-CAP-VIOLATIONS=0
TIMING_WORST_SETUP_PATH_TYPE='flop to output pin'
YOSYSWARNINGCOUNT=1
LARGEST_REGISTER_FF_COUNT=8
SYNTH.YOSYS.NUM_CELLS=18
NUM_VIAS=240
POWER.STATIC_LEAKAGE_nW=0.293
FINAL-MAX-SLEW-VIOLATION-COUNT=0
LARGEST_NET_DEGREE_AT_THE_START_OF_GLOBAL_ROUTING=9
WORSTSKEWPAIRLATENCY_NS=0.24
USE_MET2=0.0465
CTS.REPORTEDPATHS.CLKPINSLEW_NS=0.05
TOP_CELLS_BY_COUNT='sky130_fd_sc_hd__dfrtp_1, sky130_fd_sc_hd__mux2_4, sky130_fd_sc_hd__buf_6, sky130_fd_sc_hd__inv_1'
FIN_WORST_SKEW_NS=0
ANTENNA_CELLS=0
ROUTE.DETAILED.DRC=0
ROUTED_VIA_DENSITY=2.64
WORST_EP_REQUIRED_TIME_NS=0.88
CRITPATHLAUNCH='q[2]'
GRT_UTIL_ALL_LAYERS=0.0279
TOTAL_POWER_uW=728
SYNTH_TOP_AREA_SHARE=0.597
CRIT_PATH_MAX_FANOUT=2
YOSYSCHIPAREA_SQ_UM=335
CP_NUM_BUF_INV=1
ACHIEVABLE-FREQUENCY_MHz=944
WORST-R2R-CELL-COUNT=3
FIRSTDRTPASSITERS=2
CTS_INSERTED_BUFFERS=3
SLOWEST_STAGE='sky130_fd_sc_hd__dfrtp_1'
DIE_WIDTH_UM=80
R2R-START='q[1]'
MIN_PERIOD_NS=1.06
CRIT_PATH_MAX_INCR_DELAY_NS=0.36
GRT.OVERFLOW.TOTAL=0
POSTLAYOUTCOREUTIL=0.190
CLOCK_TREE_FROM_TRITONCTS='yes'
CLOCK_SINKS=8
MAPPEDNETLISTAREA_SQ_UM=335
GLOBAL_ROUTE.PEAK_USAGE_LAYER='met2'
NUMPORTBUFFERS=18
MAX-SLEW-MARGIN-REL=0.803
worst min-delay path by stage:
stage | from | to | cells after the start | slack, ns
final | rst | q[4] | 2 | 0.22
after global routing | rst | q[1] | 2 | 0.25
after CTS | rst | q[4] | 2 | 0.22
routing by layer:
metal / up-vias / wire length (um)
met2: 9 / 468
met4: 0 / 41
met1: 114 / 364
li1: 115 / -
met5: - / 0
met3: 2 / 47
area by class of cell:
| cell class | count | area, sq um |
|---|---|---|
| Tap cell | 46 | 57.6 |
| Timing Repair Buffer | 25 | 244 |
| Inverter | 1 | 3.75 |
| Sequential cell | 8 | 200 |
| Multi-Input combinational cell | 8 | 120 |
| Fill cell | 384 | 2770 |
| Clock buffer | 3 | 22.5 |
stage by stage:
| step | area [sq um] | setup slack, ns |
|---|---|---|
| finish | 648 | 0.0411 |
| CTS | 627 | 0.00123 |
| detailed placement | 582 | -0.194 |
| global placement | 582 | -0.188 |
| floorplan | 335 | 0.338 |
| global route | 648 | 0.00635 |
cell usage in the layout (no fill, tap or decap):
| master | instances |
|---|---|
| sky130_fd_sc_hd__buf_12 | 1 |
| sky130_fd_sc_hd__dlygate4sd2_1 | 1 |
| sky130_fd_sc_hd__mux2_4 | 8 |
| sky130_fd_sc_hd__inv_1 | 1 |
| sky130_fd_sc_hd__clkbuf_4 | 3 |
| sky130_fd_sc_hd__clkdlybuf4s15_1 | 7 |
| sky130_fd_sc_hd__clkdlybuf4s50_1 | 10 |
| sky130_fd_sc_hd__dfrtp_1 | 8 |
| sky130_fd_sc_hd__buf_4 | 6 |
cells by family after synthesis:
group    after synthesis  synth area share
mux                    8             0.358
flops                  8             0.597
buf+inv                2            0.0448
worst register-to-register path, delay by kind of cell (launching register included):
family	cells	cell delay, ns
flip-flops	1	0.37
buffers and inverters	2	0.25
multiplexers	1	0.25
where the power goes:
part           total, mW  internal (mW)  switching [mW]
clock network      0.210          0.124          0.0863
logic              0.178          0.140          0.0380
registers          0.341          0.324          0.0160
total              0.728          0.588           0.140
timing repair:
action / 4_1_cts / 5_1_grt
gates resized: 10 / 5
setup endpoints to repair: 8 / 6
setup buffers: 4 / 2
Power figures rest on the tool's default switching activity, not on a simulated workload.
